==> flow/design.v <==
`timescale 1ns / 1ps
module ALU_module(input ALU_Control, input [9:0] A, input [9:0] B, output wire [9:0] ALU_output);
                reg Cin;
                initial begin
                    Cin = 0;
                end
                wire Cout, C0;
                wire [9:0] Sum;
                adder_10 ALU1(A, B, Cin, Sum, Cout);
                grt_10 ALU2(A, B, C0);
                mux ALU_mux(.A1(Sum), .A2({000000000,C0}), .Sel(ALU_Control), .Y(ALU_output));
endmodule
module mux(input [9:0] A1, input [9:0] A2, input Sel, output reg [9:0] Y);
    always @(Sel, A1, A2)
        begin
            if (Sel == 0) 
            begin
                Y <= A1;
            end
            else if (Sel == 1)
            begin 
                Y <= A2;
            end
        end
endmodule
module adder(input A, input B, input Cin, output Sum, output Cout);
        wire w1, w2, w3;
        and(w1, A, B);
        and(w2, A, Cin);
        and (w3, B, Cin);
        or(Cout, w1, w2, w3);
        xor(Sum, A, B, Cin);
endmodule
module adder_10(input [9:0] A, input [9:0] B, input Cin, output [9:0] Sum, output Cout);
        wire [9:1] C;
        adder adder0 (A[0], B[0], Cin, Sum[0], C[1]),
              adder1 (A[1], B[1], C[1], Sum[1], C[2]),
              adder2 (A[2], B[2], C[2], Sum[2], C[3]),
              adder3 (A[3], B[3], C[3], Sum[3], C[4]),
              adder4 (A[4], B[4], C[4], Sum[4], C[5]),
              adder5 (A[5], B[5], C[5], Sum[5], C[6]),
              adder6 (A[6], B[6], C[6], Sum[6], C[7]),
              adder7 (A[7], B[7], C[7], Sum[7], C[8]),
              adder8 (A[8], B[8], C[8], Sum[8], C[9]),
              adder9 (A[9], B[9], C[9], Sum[9], Cout);
endmodule
module grt_10(input [9:0] A, input [9:0] B, output C0);
    wire G1, G2; 
    wire x1, x2, x3, x4;
    wire S1, S2, S3, S4, S2_;
    wire A9_, B9_;
    assign G1 = A > B;
    assign G2 = A < B;
    not(A9_, A[9]);
    not(B9_, B[9]);
    and(S1, A[9], B[9]);
    or(S2, A[9], B[9]);
    and(S3, A[9], B9_);
    and(S4, A9_, B[9]);
    not(S2_, S2);
    and(x1, S2_, G1);
    and(x2, S1, G2);
    and(x3, S3, 0);
    and(x4, S4, 1);
    or(C0, x1, x2, x3, x4);
endmodule
==> flow/run.sh <==
#!/bin/bash
# OpenROAD 26Q1-2900-gdf79404cd8, Yosys 0.63+post, stock flow scripts
make -C /OpenROAD-flow-scripts/flow DESIGN_CONFIG=/design/flow/config.mk WORK_HOME=/design/flow/orfs finish
==> flow/config.mk <==
export PLATFORM = sky130hd
export DESIGN_NAME = ALU_module
export DESIGN_NICKNAME = ALU_module
export VERILOG_FILES = /design/flow/design.v
export SDC_FILE = /design/flow/constraint.sdc
export NUM_CORES = 4
export LEC_CHECK = 1
export CORE_AREA = 10 10 73 73
export DIE_AREA = 0 0 83 83
==> flow/constraint.sdc <==
current_design ALU_module

set clk_period 4.1
set clk_io_pct 0.2

create_clock -name clk0 -period $clk_period

set non_clock_inputs [all_inputs -no_clocks]
set_input_delay [expr $clk_period * $clk_io_pct] -clock clk0 $non_clock_inputs
set_output_delay [expr $clk_period * $clk_io_pct] -clock clk0 [all_outputs]
==> results_slide.txt <==
Flow Results at a Glance

Floorplanning
  – Floorplan die area: 6890 um2
  – FP Core Util: 0.162
  – Ports placed on the boundary: 31
  – Placeable core area: 3740 um2
  – Count of standard-cell rows: 22
  – Die W: 83 um
  – Y dimension of the die: 83 um

Detailed routing
  – Count of nets left with antenna violations after detail routing: 0
  – Number of search-and-repair iterations in the first detailed-routing pass: 4
  – Total via count in the routed design: 580
  – Routed via count divided by cell count: 3.60
  – Antenna Diode Count: 0
  – Routed wire length: 1630 um
  – Average routed wire per standard cell: 10.1 um
  – Drt drc: 0
  – DRC marker count from the first detailed-route iteration: 16

Synth
  – YS chip area: between 600 and 700 um2
  – Yosys warning count: 3
  – Number of cells in Yosys stat: 73
  – Synth area leaders: sky130_fd_sc_hd__ha_1 (29%), sky130_fd_sc_hd__fa_1 (26%), sky130_fd_sc_hd__inv_1 (14%), sky130_fd_sc_hd__nor2_1 (6.2%), sky130_fd_sc_hd__nand4b_4 (3.9%)
  – Library cell with the largest summed area after synthesis: sky130_fd_sc_hd__ha_1
  – Sequential element share of the synthesized area: 0
  – Post-synthesis cell type count: 20
  – Synthesized cell area: 606 um2
  – Share of the synthesized area in the top cell type: 0.289
  – Avg Inst Size Synth: 8.30 um2
  – Number of cells produced by synthesis: 73

Global route
  – Remaining Overflow, GRT: 0
  – Initial antenna violation count: 0
  – Vias in the first global route: 632
  – Pin count of the biggest net entering global routing: 12
  – Overall fraction of global-route tracks in use: 0.0463
  – First-pass GRT wire length: 2800 um

Place
  – Number of I/O port buffers: 31
  – Detail Placement HPWL: 1510 um
  – GP Congestion: 0.775
  – DP Area: 1070 um2

Job
  – Tool warnings: 39
  – Number of maximum-capacitance violations: 0

Timing
  – Fmax: 200 MHz
  – Minimum hold slack: 2.23 ns
  – Final count of hold timing violations: 0
  – Final tally of setup violations: 4
  – Tightest slew margin relative to the limit: 0.718
  – Slew @ Worst Pin: 0.422 ns
  – Share of the clock period used by the worst path after layout: 1.22
  – Final worst slack: -0.905 ns
  – Time the worst path needs with I/O delays and setup: about 5 ns
  – RSZ-0062 raised after global routing: true
  – Number of pins with negative max-slew slack in the final report: 0

Critical path
  – Required time at the endpoint of the critical path: approximately 3.3 ns
  – Slowest cell on the critical path: sky130_fd_sc_hd__fa_2
  – CP cell instances: buf_8 -> ha_4 -> inv_2 -> fa_2 -> fa_2 -> fa_2 -> fa_2 -> fa_2 -> fa_2 -> fa_2 -> fa_2 -> nor2_1 -> buf_2
  – Largest stage delay on the critical path: between 0.5 and 0.6 ns
  – Start-to-end type of the worst setup path: in2out
  – Most frequent cell on the critical path: sky130_fd_sc_hd__fa_2
  – CP Launch Type: primary input
  – Arrival time worst endpoint: 4.18 ns
  – Crit end category: primary output
  – Biggest fanout along the worst timing path: 2

Layout
  – Count of flip-flops and latches: 0
  – Leading cell types in the layout, fill and taps excluded: sky130_fd_sc_hd__inv_1 (20), sky130_fd_sc_hd__clkdlybuf4s50_1 (20), sky130_fd_sc_hd__ha_1 (13)
  – Final core area utilization: 0.285
  – Post-route standard cell area excluding fillers: between 1000 and 1500 um2
  – Sequential standard cell area: 0 um2
  – Synthesis-to-finish area growth: 76.0%
  – Layout cell share with drive strength beyond 1: 0.310
  – Count of clock buffers in the final design: 0

Power
  – Largest voltage drop on the vdd net: 27.9 uV
  – Leakage: about 0.54 nW
  – Areal power density over the cells: about 100 nW/um2

Run status
  – Run status: finished with violations
  – Violations in the final reports: setup timing

Hold path
  – Hold/Removal Path Class: in2out
==> cell families after synthesis <==
group                    count (synthesis)  synth area share
XOR/XNOR                                 1            0.0145
buffers and inverters                   24             0.149
AND/OR/NAND/NOR                         17             0.157
AND-OR/OR-AND                            8             0.109
multiplexers                             1            0.0165
adder cells (fa/ha/maj)                 22             0.554
==> cell usage after synthesis <==
cell / number
sky130_fd_sc_hd__a2111oi_2: 1
sky130_fd_sc_hd__a211oi_1: 1
sky130_fd_sc_hd__a211oi_2: 1
sky130_fd_sc_hd__a21oi_1: 2
sky130_fd_sc_hd__a31oi_1: 1
sky130_fd_sc_hd__clkbuf_1: 1
sky130_fd_sc_hd__fa_1: 8
sky130_fd_sc_hd__ha_1: 14
sky130_fd_sc_hd__inv_1: 23
sky130_fd_sc_hd__mux2i_1: 1
sky130_fd_sc_hd__nand2_1: 2
sky130_fd_sc_hd__nand2b_2: 1
sky130_fd_sc_hd__nand4_1: 1
sky130_fd_sc_hd__nand4b_4: 1
sky130_fd_sc_hd__nor2_1: 10
sky130_fd_sc_hd__nor2b_1: 1
sky130_fd_sc_hd__nor3_1: 1
sky130_fd_sc_hd__o21ai_1: 1
sky130_fd_sc_hd__o31a_2: 1
sky130_fd_sc_hd__xor2_1: 1
==> final timing paths <==
kind,startpoint,to,cells past startpoint
max,B[0],ALU_output[8],13
min,A[0],ALU_output[0],6
==> routing by layer <==
layer / vias to the layer above / part of all wire / GRT usage
li1: 308 / - / -
met1: 249 / 0.49 / 0.0653
met2: 23 / 0.43 / 0.0740
met3: 0 / 0.076 / 0.0108
met4: 0 / 0 / 0
met5: - / 0 / 0
==> worst max-delay path: cells and delay by family <==
kind | cells | cell delay, ns
adder cells (fa/ha/maj) | 9 | 3.09
buffers and inverters | 3 | 0.24
AND/OR/NAND/NOR | 1 | 0.03
==> where the power goes <==
part           internal, W  switching, W  total [W]
combinational    0.0000646     0.0000438   0.000108
clock                    0             0          0
sequential               0             0          0
total            0.0000646     0.0000438   0.000108
==> metrics by stage <==
stage | setup TNS [ns] | setup slack [ns] | instances | total power (W)
4_1_cts | -4.25 | -1.34 | 161 | 0.000113
6_report | -2.56 | -0.905 | 161 | 0.000108
3_5_place_dp | -6.59 | -1.70 | 160 | 0.000116
3_3_place_gp | -6.55 | -1.70 | 160 | 0.000115
2_1_floorplan | -1.35 | -0.572 | 73 | 0.0000524
5_1_grt | -2.89 | -0.991 | 161 | 0.000123
==> cell type report <==
class	count	area, um2
Fill cell	411	2680
Multi-Input combinational cell	49	552
Timing Repair Buffer	41	368
Inverter	23	86.3
Tap cell	48	60.1
==> timing repair <==
action | in CTS | in global routing
pin swaps | 10 | 11
setup buffers | 1 | 0
hold buffers | 0 | 0
setup endpoints to repair | 6 | 6
resized | 32 | 4
Power figures rest on the tool's default switching activity, not on a simulated workload.
