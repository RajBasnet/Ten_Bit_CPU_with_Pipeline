`flow/design.v`:
```
`timescale 1ns / 1ps
module DataMemory(input clk, input [3:0] address, input [9:0] write_data, input write_en, input mem_read, 
                    output [9:0] read_data);
        integer i;
        reg [9:0] ram [15:0];
        wire [3:0] ram_address = address;
        reg [1:0] program;
        initial begin
            program = 2'b10;
            case(program)
            2'b11:
                for(i = 0; i < 16; i=i+1)
                if (i == 0 || i == 1)
                    begin
                        ram[0] <= 10'b0000001000;
                        ram[1] <= 10'b0000000101;
                    end
                else
                    begin
                        ram[i] <= 10'b0000000000;
                    end
            2'b10:
                for(i = 0; i < 16; i=i+1)
                if (i < 8)
                    begin
                        ram[0] <= 10'b0000001010;
                        ram[1] <= 10'b0000001111;
                        ram[2] <= 10'b0000001100;
                        ram[3] <= 10'b0000001011;
                        ram[4] <= 10'b0000001101;
                        ram[5] <= 10'b0000001111;
                        ram[6] <= 10'b0000000111;
                        ram[7] <= 10'b0000000000;
                    end
                else
                    begin
                        ram[i] <= 10'b0000000000;
                    end
            endcase
        end
        always @(posedge clk) begin
            if (write_en)
                ram[ram_address] <= write_data;
        end
        assign read_data = (mem_read) ? ram[ram_address] : 10'b0000000000;
endmodule
```
`flow/run.sh`:
```
#!/bin/bash
# OpenROAD 26Q1-2900-gdf79404cd8, Yosys 0.63+post, stock flow scripts
make -C /OpenROAD-flow-scripts/flow DESIGN_CONFIG=/design/flow/config.mk WORK_HOME=/design/flow/orfs finish
```
`flow/config.mk`:
```
export PLATFORM = sky130hd
export DESIGN_NAME = DataMemory
export DESIGN_NICKNAME = DataMemory
export VERILOG_FILES = /design/flow/design.v
export SDC_FILE = /design/flow/constraint.sdc
export NUM_CORES = 4
export LEC_CHECK = 1
export CORE_UTILIZATION = 50
```
`flow/constraint.sdc`:
```
current_design DataMemory

set clk_period 2.0
set clk_io_pct 0.2

create_clock -name clk0 -period $clk_period [get_ports {clk}]

set non_clock_inputs [all_inputs -no_clocks]
set_input_delay [expr $clk_period * $clk_io_pct] -clock clk0 $non_clock_inputs
set_output_delay [expr $clk_period * $clk_io_pct] -clock clk0 [all_outputs]
```
==> impl_metrics.env <==
# physical design summary
export IMPL_slowest_stage="mux4_2"
export IMPL_area_delta_synth_final_pct=26.7
export IMPL_status="finished, violations left"
export IMPL_yosys_area_sq_um=6300
export IMPL_grt_overflow=0
export IMPL_vias=3422
export IMPL_ys_cells=320
export IMPL_path_buffers=1
export IMPL_path_clk_slew_ns=0.06
export IMPL_intPower_w=0.00572
export IMPL_avgSynthCellArea_sq_um=19.7
export IMPL_setup_ws_ns=-0.136
export IMPL_synth_seq_share_pct=76.3
export IMPL_critPathLaunchType="flip-flop"
export IMPL_final_setup_tns_ns=-0.757
export IMPL_top_area_cell="edfxtp_1"
export IMPL_peakVddDrop_uv=525
export IMPL_reg_top3="ram: 160 flops"
export IMPL_cts_tree="done"
export IMPL_dp_cells=561
export IMPL_p_comb_share_pct=7.4
export IMPL_max_stage_delay_ns=0.49
export IMPL_dpl_hpwl_um=9030
export IMPL_p_switching_w=0.00143
export IMPL_drc_errors=0
export IMPL_cp_data_required_time_ns=1.60
export IMPL_place_congestion=0.864
export IMPL_critPathTopFamily="multiplexers"
export IMPL_syn_area_sq_um=6300
export IMPL_rsz0062_at_grt="true"
export IMPL_async_reset_ff_share_pct=0
export IMPL_worstPathMaxFanout=1
export IMPL_final_cells=612
export IMPL_p_clk_share_pct=39.8
export IMPL_common_cells="edfxtp_1 (160), nand2_1 (30), mux4_2 (29)"
export IMPL_grt_max_degree=17
export IMPL_top_cell="edfxtp_1"
export IMPL_tool_warnings=28
export IMPL_hp_start="address[0]"
export IMPL_placementRows=40
export IMPL_violations="negative setup slack"
export IMPL_antenna_found_initial=0
export IMPL_area_leaders="edfxtp_1 (76%), mux4_2 (10%), mux2i_1 (3.5%)"
export IMPL_largest_register="ram"
export IMPL_core_area_sq_um=12200
export IMPL_finalCriticalPeriod_ns=2.14
export IMPL_power_density_nw_per_um2=895
export IMPL_swShare_pct=20.0
export IMPL_via_per_inst=5.59
export IMPL_design_power_total_w=0.00715
export IMPL_ioPinCount=27
export IMPL_synth_warning_count=1
export IMPL_min_path_cells=5
export IMPL_edf_count=160
export IMPL_die_y_um=114
export IMPL_hold_viol_final=0
export IMPL_tightest_slew_ns=0.609
export IMPL_hold_path_endpoint="ram[8][4]"
export IMPL_finalSetupViolations=10
export IMPL_pre_cts_ws_ns=-0.846
export IMPL_die_x_um=114
export IMPL_seqPwrFrac_pct=52.8
export IMPL_end_kind="output port"
export IMPL_fp_utilization_pct=51.8
export IMPL_postRouteAntennaNets=0
export IMPL_largest_register_ffs=160
export IMPL_p_leak_nw=2.78
export IMPL_synth_flops=160
export IMPL_synth_cell_types=25
export IMPL_cp_startpoint="ram[8][6]"
export IMPL_dieArea_sq_um=13100
export IMPL_cp_arrival_ns=1.74
export IMPL_timing_fmax_mhz=468
export IMPL_drt_wl_total_um=13600
export IMPL_min_path_type="input port to flip-flop"
export IMPL_flop_cell="edfxtp_1"
export IMPL_dr_first_iter_drc_count=304
export IMPL_layout_drive_gt1_share_pct=37.4
export IMPL_cts_sinks=160
export IMPL_cts_made_buffers=17
export IMPL_firstDrtPassIters=4
export IMPL_drv_cap=0
export IMPL_cts_hold_buf=0
export IMPL_top_area_share_pct=76.3
export IMPL_grt_pass1_wl_um=20800
export IMPL_post_route_period_util_pct=107
export IMPL_grt_usage_pct=25.2
export IMPL_grt_pass1_vias=3614
export IMPL_cts_buffer_depth=2
export IMPL_path_cells="mux4_2 -> a32oi_1 -> o211ai_1 -> buf_2"
export IMPL_max_slew_margin_pct=59.3
export IMPL_wire_per_inst_um=22.3
export IMPL_cts_htree_levels=4
export IMPL_path_class="flip-flop to output port"
export IMPL_antennaDiodeCount=0
export IMPL_portBuffers=26
export IMPL_maxSlewViolCount=0
export IMPL_syn_inst=320
export IMPL_root_buffer="clkbuf_16"
## what timing repair did
action                                  4_1_cts  5_1_grt
gates resized                                72        1
endpoints found under the hold margin         0        0
pin swaps                                    22       15
gates cloned                                  3        0
setup buffers                                14        4
endpoints found under the setup margin       10       10
## layout by cell type, fill, tap and decap left out, drive strengths merged, types with 2 or more instances in the layout
master         count
edfxtp           160
buf               98
nand2             30
mux4              29
clkbuf            23
mux2i             22
nor2              13
clkdlybuf4s50     11
a32oi              9
nand4              9
o211ai             9
clkinv             7
nor3               4
nand2b             3
and2               2
nand3b             2
dlygate4sd2        2
nor2b              2
a21oi              2
nand3              2
## cell type report
cell class,instances,area (sq um)
Sequential cell,160,4800
Fill cell,815,4180
Multi-Input combinational cell,141,1420
Timing Repair Buffer,112,1030
Clock buffer,23,448
Tap cell,168,210
Clock inverter,8,66.3
## power by group through the flow
stage | Clock (W) | Combinational, W | Sequential (W)
global route | 0.00304 | 0.000567 | 0.00378
CTS | 0.00291 | 0.000524 | 0.00378
finish | 0.00285 | 0.000527 | 0.00377
## routing by layer
metal  track usage [%]  share of wire [%]  up-vias
met5                 0                  0        -
met4              3.64                1.3        0
met3              15.3                 13       15
met2              35.5                 47      169
met1              39.6                 39     1703
li1                  -                  -     1535
## stage by stage
stage / hold WS (ns) / util (%) / area [sq um]
after floorplan: 0.499 / - / 6320
after global placement: 1.35 / 59.2 / 7200
after detailed placement: 1.35 / 59.2 / 7200
after CTS: 0.901 / 65.4 / 7950
after global routing: 0.935 / 65.6 / 7980
final: 0.917 / 65.6 / 7980
## cell families (layout without fill, tap and decap cells)
group | count (synthesis) | after routing | share of synthesized area (%)
DFF | 160 | 160 | 76.3
muxes | 51 | 51 | 13.9
and+or+nand+nor | 68 | 68 | 5.00
buffers and inverters | 19 | 143 | 2.20
AOI/OAI and AO/OA | 22 | 22 | 2.68
## how the worst max path moves through the flow
stage	end	cells after the start
4_1_cts	read_data[7]	4
5_1_grt	read_data[7]	4
6_report	read_data[6]	4
No activity file was given, so power comes from the tool's default toggle rates.
