**./config.mk**
```make
export PLATFORM = sky130hd
export DESIGN_NAME = RegFile
export DESIGN_NICKNAME = RegFile
export VERILOG_FILES = /design/flow/design.v
export SDC_FILE = /design/flow/constraint.sdc
export NUM_CORES = 4
export LEC_CHECK = 1
export CORE_UTILIZATION = 40
```
**./constraint.sdc**
```tcl
current_design RegFile

set clk_period 2.1
set clk_io_pct 0.2

create_clock -name clk0 -period $clk_period [get_ports {clk}]

set non_clock_inputs [all_inputs -no_clocks]
set_input_delay [expr $clk_period * $clk_io_pct] -clock clk0 $non_clock_inputs
set_output_delay [expr $clk_period * $clk_io_pct] -clock clk0 [all_outputs]
```
**./design.v**
```verilog
`timescale 1ns / 1ps
module RegFile(input clk, input reset, input write_en, input [2:0] reg_write_dest, input [9:0] write_data, 
                input [2:0] read_addr_1, output [9:0] read_data_1, input [2:0] read_addr_2, output [9:0] read_data_2);
      reg [9:0]  reg_array [7:0];  
      wire [9:0] C0, T0, R0, R1, R2, R3, R5, R7; 
      always @ (posedge clk or posedge reset) begin  
           if(reset) begin  
                reg_array[0] <= 10'b0;  
                reg_array[1] <= 10'b0;  
                reg_array[2] <= 10'b0;  
                reg_array[3] <= 10'b0;  
                reg_array[4] <= 10'b0;  
                reg_array[5] <= 10'b0;  
                reg_array[6] <= 10'b0;  
                reg_array[7] <= 10'b0;       
           end  
           else begin  
                if(write_en) begin  
                     reg_array[reg_write_dest] <= write_data;  
                end  
           end  
      end  
      assign read_data_1 = ( read_addr_1 == 0)? 10'b0 : reg_array[read_addr_1];  
      assign read_data_2 = ( read_addr_2 == 0)? 10'b0 : reg_array[read_addr_2];  
      assign C0 = (read_addr_1 == 3'b000) ? reg_array[reg_write_dest] : C0; 
      assign T0 = (read_addr_1 == 3'b001) ? reg_array[reg_write_dest] : T0;
      assign R0 = (read_addr_1 == 3'b010) ? reg_array[reg_write_dest] : R0;
      assign R1 = (read_addr_1 == 3'b011) ? reg_array[reg_write_dest] : R1;
      assign R2 = (read_addr_1 == 3'b100) ? reg_array[reg_write_dest] : R2;
      assign R3 = (read_addr_1 == 3'b101) ? reg_array[reg_write_dest] : R3;
      assign R5 = (read_addr_1 == 3'b110) ? reg_array[reg_write_dest] : R5;
      assign R7 = (read_addr_1 == 3'b111) ? reg_array[reg_write_dest] : R7;
endmodule
```
**./run.sh**
```bash
#!/bin/bash
# OpenROAD 26Q1-2900-gdf79404cd8, Yosys 0.63+post, stock flow scripts
make -C /OpenROAD-flow-scripts/flow DESIGN_CONFIG=/design/flow/config.mk WORK_HOME=/design/flow/orfs finish
```
==> impl_metrics.ini <==
; synthesis and place-and-route metrics
[logic_synthesis]
synth_seq_share_pct = 44.8
edf_count = 0
top_area_cell = dfrtp_1
area_leaders = dfrtp_1, mux2_2, mux4_2
synth_flops = 70
syn-cell-area_um2 = 3910
synthArstFlopShare_pct = 100
synth.distinct_cells = 35
synth_top_flop_cell = dfrtp_1
ys_chip_area_um2 = 3910
yosysTopAreaCellShare_pct = 44.8
syn_area_per_cell_um2 = 12.3
yosys_warnings = 2
synthCells = 318
ys_cells = 318

[finish]
comb_area_um2 = 2130
lay_top_count = mux2_2
fillers = 742
drive_above_1_share_pct = 55.3
regArea_um2 = 1750
top_regs = reg_array: 70 flops
syn2layout_area_growth_pct = 42.1
instances_no_fill = 559
top_register = reg_array
largest_reg_flops = 70
final_cell_mix = mux2_2, dfrtp_1, buf_4

[final_timing]
setup_viol = 1
worst_pin_slew_ns = 0.553
fmax_mhz = 469
rsz0062_at_grt = yes
slew_viol_final = 0
worst_slack_ns = -0.0314
setup_tns_ns = -0.0314
clock_skew_ns = 0
max_slew_margin_pct = 63.0
hold_viol = 0
min_period_ns = 2.13
timing.final.crit_share_pct = 101

[floorplanning]
core.rowCount = 35
fp_util_pct = 41.7
die_height_um = 101
dieArea_um2 = 10200
ios = 42
core_area_um2 = 9370
die_w_um = 101

[routing]
antenna_left = 0
n_antenna_cell = 0
vias = 3122
wl_per_cell_um = 20.0
finalWirelength_um = 11200
drt_iter0_drc = 147
first_pass_iters = 4
drcViolationCount = 0
viasPerCell = 5.58

[placement]
io_buffers = 41
hpwl_um = 6260
dp_cells = 500
place.gp.congestion = 0.847

[global_route]
grt_first_pass_wirelength_um = 17400
use_met2_pct = 35.6
grt-busiest-layer = met1
grt.overflow.total = 0
grt_util_all_layers_pct = 23.9
grt_pass1_vias = 3131
use_met3_pct = 7.19
antenna_found_initial = 0
met1_usage_pct = 36.4
grt_max_degree = 54

[worst_setup_path]
crit_path_start_kind = flip-flop
worstPathRequired_ns = 1.68
worstPathCellList = mux2_4 -> a222oi_1 -> a21oi_1 -> clkbuf_2
crit_fanout = 4
critPathCaptureType = primary output
cp.arrival_ns = 1.71
critPathKind = reg -> out
crit_path_max_incr_delay_ns = 0.43
slowest_stage = dfrtp_1

[clock_network]
clk_latency_ns = 0.33
cts_max_level = 3
path_clk_slew_ns = 0.07
root_buffer = clkbuf_8
cts_tree = done
numCtsBuffers = 9
clockBufferDepth = 2
cts_sinks = 70

[power]
power_leakage_nw = 2.45
p_per_area_nw_per_um2 = 770
power.ir.vdd_worst_mv = 0.463

[job]
warning_count = 27
drv_cap = 0

[min_path]
holdCritPathClass = in -> async

[outcome]
violations = negative setup slack
outcome = complete, but fails checks
[layout make-up]
class                      count  share of cell area (%)
clock buffer                  12                    2.79
clock inverter                 4                   0.811
inverter                      20                    1.42
multi-input combinational    203                    38.3
sequential                    70                    31.5
tap                          129                    2.91
timing repair buffer         121                    22.3
[metrics by stage]
step           utilization (%)  area [um^2]  hold slack, ns  total power (W)  worst slack [ns]
3_3_place_gp              50.6         4740           0.492          0.00292            -0.723
2_1_floorplan                -         3910           0.473          0.00251             0.442
4_1_cts                   58.5         5480           0.507          0.00424           -0.0841
6_report                  59.3         5560           0.501          0.00428           -0.0314
5_1_grt                   59.3         5560           0.514          0.00451           -0.0633
3_5_place_dp              50.6         4740           0.507          0.00295            -0.723
[cells in the mapped netlist, types with 2 or more instances]
cell type,n
mux2_2,84
dfrtp_1,70
inv_1,20
a21oi_1,18
a221oi_1,14
buf_2,14
mux4_2,12
o21ai_0,12
nand2_1,9
mux2i_1,7
a31oi_1,5
buf_4,5
clkbuf_1,5
nand3_1,5
nor2_1,5
nor2b_1,5
a221o_1,3
mux2_1,3
nand4b_1,3
a22oi_1,2
nand3b_1,2
nor3b_1,2
[cells by family after synthesis]
logic type / synth area share (%)
AOI/OAI and AO/OA: 10.3
DFF: 44.8
buffers and inverters: 5.28
and+or+nand+nor: 5.89
muxes: 33.8
[path summary, 6_finish.rpt]
check / cells after the start / end / from / slack, ns
setup / recovery: 4 / read_data_1[9] / reg_array[1][9] / -0.03
hold / removal: 3 / reg_array[2][9] / reset / 0.50
setup reg to reg: 2 / reg_array[5][8] / reg_array[5][8] / 1.18
hold reg to reg: 1 / reg_array[6][3] / reg_array[6][3] / 0.53
max in group asynchronous: 3 / reg_array[1][3] / reset / 1.34
min in group clk0: 1 / reg_array[6][3] / reg_array[6][3] / 0.53
[layer usage]
layer	part of all wire (%)	vias to the layer above
met2	45	126
met5	0	-
met3	7.0	19
li1	-	1414
met1	45	1563
met4	2.3	0
[worst max-delay path: cells and delay by family (launching register included)]
kind	cells	cell delay (ns)
compound gates	2	0.54
mux	1	0.29
buf+inv	1	0.11
flops	1	0.43
[report_power, final]
group / internal (W) / switching [W]
registers: 0.00165 / 0.000239
clock network: 0.000608 / 0.000492
logic: 0.000809 / 0.000481
[what timing repair did]
action	CTS	global route
hold buffers	0	0
buffers inserted	30	7
gates resized	126	21
pin swaps	19	8
endpoints found under the setup margin	20	12
gates cloned	7	0
Power figures rest on the tool's default switching activity, not on a simulated workload.
